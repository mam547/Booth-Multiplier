[/design/flow/config.mk]
export PLATFORM = sky130hd
export DESIGN_NAME = Areg
export DESIGN_NICKNAME = Areg
export VERILOG_FILES = /design/flow/design.v
export SDC_FILE = /design/flow/constraint.sdc
export NUM_CORES = 4
export LEC_CHECK = 1
export CORE_AREA = 10 10 70 70
export DIE_AREA = 0 0 80 80
[/design/flow/constraint.sdc]
current_design Areg

set clk_period 1.6
set clk_io_pct 0.2

create_clock -name clk0 -period $clk_period [get_ports {clk}]

set non_clock_inputs [all_inputs -no_clocks]
set_input_delay [expr $clk_period * $clk_io_pct] -clock clk0 $non_clock_inputs
set_output_delay [expr $clk_period * $clk_io_pct] -clock clk0 [all_outputs]
[/design/flow/design.v]
module Areg(in, ctrl, o, shiftBit, clk);
input [3:0] in;
input [1:0] ctrl;
reg [3:0] m_O;
reg m_ShiftBit;
input clk;
output [3:0] o;
output shiftBit;
assign o = m_O;
assign shiftBit = m_ShiftBit;
parameter CTRL_LOAD = 2'b00, CTRL_RESET = 2'b01, CTRL_SHIFT = 2'b10, CTRL_HOLD = 2'b11;
reg [3:0] m_Reg;
always @(posedge clk) begin
    case(ctrl)
        CTRL_LOAD: begin
            m_Reg = in;
            m_ShiftBit = m_Reg[0];
        end
        CTRL_SHIFT: begin
            m_ShiftBit = m_Reg[0];
            m_Reg = m_Reg >> 1;
            m_Reg[3] = m_Reg[2];  
        end
        CTRL_RESET: begin
            m_Reg = 0;
            m_ShiftBit = m_Reg[0];
        end
        CTRL_HOLD: begin
            m_ShiftBit = m_Reg[0];
        end
    endcase
    m_O = m_Reg;
end
endmodule
[/design/flow/run.sh]
#!/bin/bash
# OpenROAD 26Q1-2900-gdf79404cd8, Yosys 0.63+post, stock flow scripts
make -C /OpenROAD-flow-scripts/flow DESIGN_CONFIG=/design/flow/config.mk WORK_HOME=/design/flow/orfs finish
==> results_dict.tcl <==
# flow metrics
set metrics [dict create \
    status "finished clean" \
    synth-edff-count 4 \
    irDropWorstVdd_mv 0.211 \
    power_density_nw_per_um2 802 \
    fin_worst_skew_ns 0.00294 \
    slew_violations 0 \
    cts.repair.resized 0 \
    ios 12 \
    top_area_share_pct 45.1 \
    drc 0 \
    synth.distinct_cells 10 \
    crit_type "flip-flop to primary output" \
    period_needed_ns 1.41 \
    rows 21 \
    logic_area_sq_um 104 \
    gp_congestion 0.732 \
    min_from "m_O[0]" \
    max_freq_ghz 0.707 \
    wl_met3_um 59 \
    ctsHoldBuffers 0 \
    core_area_sq_um 3420 \
    setup_viol 0 \
    required_ns 1.28 \
    r2r_setup_slack_ns 0.75 \
    num_vias 232 \
    holdWs_ns 0.568 \
    drtAntennaViolNets 0 \
    maxCapViolCount 0 \
    register_area_sq_um 140 \
    dp_cells 86 \
    utilization_pct 14.1 \
    post-route-period-util_pct 88.4 \
    ff_type "edfxtp_1" \
    hold_violations 0 \
    power_leakage_nw 0.197 \
    root_buffer "clkbuf_4" \
    wl_per_cell_um 7.72 \
    startpoint_type "flip-flop" \
    pre_cts_ws_ns -0.0529 \
    crit_path_max_fanout 2 \
    final_area_sq_um 483 \
    ys_chip_area_sq_um 267 \
    min_to "m_ShiftBit" \
    numCtsBuffers 3 \
    clockBufferDepth 2 \
    rr_worst_depth 2 \
    ys_cells 26 \
    critPathCaptureType "primary output" \
    path_clk_slew_ns 0.04 \
    routed_wl_um 695 \
    antenna_found_initial 0 \
    htreeDepth 1 \
    clock_sinks 5 \
    worst-path-buf-inv 1 \
    hold_depth 2 \
    post-cts-setup-buffer-count 0 \
    synth_cells 26 \
    drtIter0Drc 14 \
    routed_via_density 2.58 \
    warning_count 28 \
    drive_above_1_share_pct 13.6 \
    rr_endpoint "m_O[2]" \
    crit_chain "clkdlybuf4s50_1" \
    grt_pass1_wl_mm 1.09 \
    cts_tree "done" \
    crit_path_max_incr_delay_ns 0.49 \
    p_total_mw 0.387 \
    cp.depth 1 \
    top_cell "inv_1" \
    synthTopCellsByCount "inv_1 (6), edfxtp_1 (4), ha_1 (4)" \
    first_pass_iters 4 \
    wl_met2_um 240 \
    async_flop_share_pct 0 \
    instances_no_fill 90 \
    wirelength_met1_um 395 \
    yosys_warnings 1 \
    setup_tns_ns 0 \
    insertion_delay_ns 0.24 \
    cp_top_family "buffers and inverters" \
    relSlewSlack_pct 88.7 \
    port-buffer-count 11 \
    syn_avg_cell_area_sq_um 10.3 \
    area_delta_synth_final_pct 81.2 \
    critPathArrivalTime_ns 1.09 \
    place_area_sq_um 457 \
    hpwlAfterDp_um 583 \
    r2r-start "m_O[3]" \
    chipWidth_um 80 \
    critPathSlowestCell "clkdlybuf4s50_1" \
    worst_slack_ns 0.185 \
    dieArea_sq_um 6400 \
    overflow 0 \
    antenna_cells 0 \
    yosys.area.top_type "edfxtp_1" \
    ys_seq_elements 5 \
    max_slew.worst_pin.slew_ns 0.168 \
    die_h_um 80 \
    ys_seq_share_pct 52.6 \
    fill_cells 403 \
    dr.max_layer_used "met3" \
    rsz0062_at_grt "no" \
    hold_path.class "flip-flop to flip-flop" \
    syn_area_sq_um 267 \
    topCellsByArea "edfxtp_1 (45%), ha_1 (19%), inv_1 (8.5%)" \
    grt_pass1_vias 230 \
    track_usage_pct 2.21 \
    grt_max_degree 7 \
    fp-utilization_pct 7.80 \
]
[power by group]
part           internal [mW]  switching, mW  total [mW]
clock network         0.0946         0.0566       0.151
logic                 0.0479         0.0221      0.0700
registers              0.158        0.00844       0.166
[how the worst max path moves through the flow]
stage     startpoint  endpoint  slack [ns]
4_1_cts       m_O[1]      o[1]        0.17
5_1_grt      ctrl[0]    m_O[2]        0.08
6_report      m_O[2]      o[2]        0.19
[metal layers]
metal / track usage (%) / vias up
met5: 0 / -
met4: 0.352 / 0
met3: 1.59 / 0
met2: 2.65 / 11
met1: 3.11 / 99
li1: - / 122
[cell type report]
| type | instances | share of cell area, % |
|---|---|---|
| Inverter | 6 | 4.66 |
| Sequential cell | 5 | 29.0 |
| Tap cell | 46 | 11.9 |
| Timing Repair Buffer | 14 | 27.5 |
| Clock buffer | 4 | 5.44 |
| Multi-Input combinational cell | 15 | 21.5 |
[placed cells by master, fill, tap and decap left out]
cell type and n:
buf_4 3, clkbuf_1 1, clkbuf_4 3, clkdlybuf4s50_1 11, dfxtp_1 1, edfxtp_1 4
ha_1 4, inv_1 6, nand2_1 1, nand3_1 3, nor2_1 1, nor2b_1 1
o21ai_0 3, o21ai_1 2
[sequential cells by signal (all words and copies together), names as in the netlist]
name	cells
m_O	4
m_ShiftBit	1
[logic make-up after synthesis]
| group | after synthesis | share of synthesized area [%] |
|---|---|---|
| buffers and inverters | 6 | 8.45 |
| and+or+nand+nor | 6 | 10.8 |
| AOI/OAI and AO/OA | 5 | 9.39 |
| DFF | 5 | 52.6 |
| adders and majority gates | 4 | 18.8 |
